==> ./config.mk <==
export PLATFORM = sky130hd
export DESIGN_NAME = cpu
export DESIGN_NICKNAME = cpu
export VERILOG_FILES = /design/flow/design.v
export SDC_FILE = /design/flow/constraint.sdc
export NUM_CORES = 4
export LEC_CHECK = 1
export CORE_UTILIZATION = 50
==> ./constraint.sdc <==
current_design cpu

set clk_period 17.2
set clk_io_pct 0.2

create_clock -name clk0 -period $clk_period

set non_clock_inputs [all_inputs -no_clocks]
set_input_delay [expr $clk_period * $clk_io_pct] -clock clk0 $non_clock_inputs
set_output_delay [expr $clk_period * $clk_io_pct] -clock clk0 [all_outputs]
==> ./design.v <==
module alu32(
    input [5:0] op,       
    input [31:0] rv1,     
    input [31:0] rv2,     
    output reg [31:0] rvout   
);
	always @(rv1, rv2, op) begin
		case(op[2:0])
			3'b000	: #15 rvout = (op[4:3] == 2'b11) ? rv1 - rv2 : rv1 + rv2;
			3'b010 	: #15 rvout = ($signed(rv1) < $signed(rv2)) ? 1 : 0;
			3'b011 	: #15 rvout = (rv1 < rv2) ? 1 : 0;
			3'b100 	: #15 rvout = rv1 ^ rv2;
			3'b110 	: #15 rvout = rv1 | rv2;
			3'b111 	: #15 rvout = rv1 & rv2;
			3'b001 	: #15 rvout = rv1 << rv2[4:0];
			3'b101 	: #15 rvout = (op[4]) ? $signed(rv1) >>> rv2[4:0] : rv1 >> rv2[4:0];
			default	: #15 rvout = 0;
		endcase  
	end
endmodule
module cpu (
    input clk, 
    input reset,
    output reg [31:0] iaddr,
    input [31:0] idata,
    output [31:0] daddr,
    input [31:0] drdata,
    output [31:0] dwdata,
    output [3:0] dwe,
    output done
);
    wire [4:0] rs1, rs2, rd;
    wire [5:0] op;
    wire [31:0] rv1, rv2, r_rv2, rvout, rvout_alu;
    wire regWe, regClk;
    alu32 u1(
        .op(op),
        .rv1(rv1),
        .rv2(rv2),
        .rvout(rvout_alu)
    );
    regfile u2(
        .clk(regClk),
        .rs1(rs1),
        .rs2(rs2),
        .rd(rd),
        .we(regWe),
        .wdata(rvout),
        .rv1(rv1),
        .rv2(r_rv2)
    );
    assign rs1 = idata[19:15];
    assign rs2 = idata[24:20];
    assign rd = idata[11:7];
    assign op[5:4] = idata[31:30];
    assign op[3] = idata[5];
    assign op[2:0] = idata[14:12];
    assign #5 rv2 = (idata[5]) ? r_rv2 : {{20{idata[31]}}, idata[31:20]};
    assign #10 regWe = ((idata[6:3] == 4'b0000) || (idata[6:3] == 4'b0010) || (idata[6:3] == 4'b0110) || ({idata[6:4], idata[2]} == 4'b1101));
    assign regClk = clk & ~reset;
    wire [11:0] imm;
    wire [31:0] rvout_ld;
    wire [7:0] lb;
    wire [15:0] lh;
    assign imm[11:5] = idata[31:25];
    assign #5 imm[4:0] = (idata[5]) ? idata[11:7] : idata[24:20];
    assign #10 rvout = (idata[4:2] == 3'b101) ? {idata[31:12], {12{1'b0}}} + ((idata[5]) ? 0 : iaddr) :
                   (idata[6])                ? rvout_jl  :
                   (idata[4])                ? rvout_alu :
                   rvout_ld;
    assign #5 daddr = rv1 + {{20{imm[11]}}, imm[11:0]};
    assign #10 dwdata = (idata[14:12] == 3'b000) ? {4{r_rv2[7:0]}}  :
                    (idata[14:12] == 3'b001) ? {2{r_rv2[15:0]}} :
                    r_rv2;
    assign #10 dwe = (idata[6:4] != 3'b010)  ? 4'b0000 :
                 (idata[13:12] == 2'b00) ? (4'b0001<<daddr[1:0]) :
                 (idata[13:12] == 2'b01) ? (4'b0011<<daddr[1:0]) :
                 (idata[13:12] == 2'b10) ? 4'b1111 :
                 0;
    assign #10 lb = (daddr[1:0] == 2'b00) ? drdata[ 7: 0] :
                (daddr[1:0] == 2'b01) ? drdata[15: 8] :
                (daddr[1:0] == 2'b10) ? drdata[23:16] :
                drdata[31:24];
    assign #7 lh = (daddr[1] == 1'b0) ? drdata[15:0] :
                drdata[31:16];
    assign #10 rvout_ld = (idata[13:12] == 2'b00) ? ((idata[14]) ? $unsigned(lb) : $signed(lb)) :
                      (idata[13:12] == 2'b01) ? ((idata[14]) ? $unsigned(lh) : $signed(lh)) :
                      (idata[13:12] == 2'b10) ? drdata :
                      0;
    wire isJump;
    wire [31:0] rvout_jl;
    wire [31:0] jaddr;
    assign #10 isJump = (idata[6:4] != 3'b110)      ? 0 :
                    (idata[2])                  ? 1 :
                    (idata[14:12] == 3'b000)    ? (rv1 == r_rv2) :
                    (idata[14:12] == 3'b001)    ? (rv1 != r_rv2) :
                    (idata[14:12] == 3'b100)    ? ($signed(rv1) < $signed(r_rv2))  :
                    (idata[14:12] == 3'b101)    ? ($signed(rv1) >= $signed(r_rv2)) :
                    (idata[14:12] == 3'b110)    ? ($unsigned(rv1) < $unsigned(r_rv2))  :
                    (idata[14:12] == 3'b111)    ? ($unsigned(rv1) >= $unsigned(r_rv2)) :
                    0;
    assign #10 rvout_jl = iaddr + 4;
    assign #10 jaddr = (idata[3:2] == 2'b00) ? iaddr + ({{21{idata[31]}}, idata[7], idata[30:25], idata[11:8]} << 1) :
                   (idata[3:2] == 2'b01) ? rv1 + {{20{idata[31]}}, idata[31:20]} :
                   (idata[3:2] == 2'b11) ? iaddr + ({{13{idata[31]}}, idata[19:12], idata[20], idata[30:21]} << 1) :
                   0;
    reg jmpDone, stDone, aluDone;
    reg match, jmpMatch, stMatch, aluMatch;
    always @(rd, rvout) begin
        if (match == aluMatch)
            aluDone <= 1;
        #6 aluDone <= 0;
    end
    always @(daddr, dwdata, dwe) begin
        if (match == stMatch)
            stDone <= 1;
        #6 stDone <= 0;
    end
    always @(jaddr, isJump) begin
        if (match == jmpMatch)
            jmpDone <= 1;
        #6 jmpDone <= 0;
    end
    assign done = (idata[6:4] == 3'b110) ? jmpDone :
                  (idata[6:4] == 3'b010) ? stDone :
                  (regWe) ? aluDone :
                  0;
    always @(posedge clk) begin
        #20 jmpMatch = jmpMatch + 1;
    end
    always @(jmpMatch) begin
        stMatch = stMatch + 1;
    end
    always @(jmpMatch) begin
        #15 aluMatch = aluMatch + 1;
    end
    always @(reset) begin
        iaddr <= -4;
        jmpDone = 0;
        stDone = 0;
        aluDone = 0;
        match = 0;
        jmpMatch = 0;
        stMatch = 0;
        aluMatch = 0;
    end
    always @(posedge clk) begin
        match = match + 1;
        if (isJump)
            iaddr <= jaddr;
        else
            iaddr <= iaddr + 4;
    end
endmodule
module regfile(
    input [4:0] rs1,      
    input [4:0] rs2,      
    input [4:0] rd,       
    input we,             
    input [31:0] wdata,   
    output [31:0] rv1,    
    output [31:0] rv2,    
    input clk             
);
    reg [31:0] mem [31:0];
    integer i;
    initial begin
        for (i = 0; i < 32; i++) begin
            mem[i] = 0;
        end
    end
    assign #5 rv1 = mem[rs1];
    assign #5 rv2 = mem[rs2];
    always @(posedge clk) begin
        if (we)
            mem[rd] <= wdata;
        mem[0] <= 0;
    end
endmodule
==> ./run.sh <==
#!/bin/bash
# OpenROAD 26Q1-2900-gdf79404cd8, Yosys 0.63+post, stock flow scripts
make -C /OpenROAD-flow-scripts/flow DESIGN_CONFIG=/design/flow/config.mk WORK_HOME=/design/flow/orfs finish
==> CHANGELOG.md <==
### Metrics

- Outcome: finished, final reports clean
- Yosys reg bits: 992
- Layout area overhead: 6.01%
- Synth Seq Share: 50.0%
- Area leader share: 50.0%
- Top cell by count, worst path: buf_4
- Worst-margin pin slew: 0.996 ns
- Slew headroom: 31.7%
- DR pass1 iterations: 8
- Grt met2 use: 59.1%
- Endpoint, Worst Hold: dwe[3]
- Max reg flops: around 1000
- I/O Buffers: 132
- Vias per cell: 6.91
- Die height: 347 microns
- Tot GR Track Use: 41.6%
- Layout cell share with drive strength beyond 1: 19.5%
- Crit-path max FO: 42
- Type of the most critical hold path: input pin to primary output
- CP max stage delay: just over 0.8 ns
- Total grt overflow: 0
- Critical path type: input pin to primary output
- Largest net degree at the start of global routing: 108
- Vias in the first global route: 42562
- Gate Area: approximately 28000 sq um
- GRT busiest layer: met2
- Grt met3 use: 25.4%
- Syn_area_per_cell: 13.7 sq um
- Overall power: 0.00182 W
- Commonest cells post-synth: edfxtp_1, mux2i_1, mux4_2
- Switching Fraction: 56.0%
- Number of enable flip-flop cells: 992
- Pwr/cell area: 28.9 nW/um^2
- Mapped cell area: 59600 sq um
- Cells in synth_stat.txt: 4350
- Worst hold stages: 5
- Core box area: 118000 sq um
- Worst endpoint required time: around 14 ns
- Top flop regs: u2.mem (992)
- Nature of the critical path endpoint: primary output
- Critical path launch point type: input pin
- Die Area: 121000 sq um
- Setup_tns: 0 ns
- Worst IR Drop VDD: 0.0236 mV
- Final core occ: between 50 and 60%
- Critical Path AT: 10.56 ns
- Routed wire length: approximately 230000 microns
- Post-cts sizing count: 0
- Delay-heaviest family, CP: buffers and inverters
- Synth area leader: edfxtp_1
- Flop area: 29800 sq um
- RSZ-0062 raised after global routing: no
- Main area contributors: edfxtp_1, mux4_2, mux2i_1
- Fmax: 71.4 MHz
- I/O pin count: 167
- HP Start: idata[12]
- Register pins left without a clock: 992
- Setup Buffers After CTS: 0
- Hold Vio Cnt, Final: 0
- Cell Type Count: 119
- Met1 Use GR: between 50 and 60%
- Register bank with the most flops: u2.mem
- First-pass GRT wire length: 319000 microns
- Endpoints failing setup: 0
- Fin. max-slew vios: 0
- Antenna-violating nets left: 0
- CTS Hold Buffers Added: 0
- Fin crit share: about 81%
- Setup WS pre-CTS: 3.23 ns
- CP cell instances: buf_8 -> buf_4 -> buf_4 -> nor4bb_4 -> buf_4 -> a221oi_1 -> nand4_1 -> inv_1 -> ha_1 -> nor3_1 -> o211ai_1 -> a221oi_1 -> buf_4 -> a2bb2oi_1 -> a31oi_1 -> a311o_1 -> a21o_1 -> o31ai_1 -> xnor2_1 -> clkdlybuf4s50_1
- Post-route setup slack: 3.20 ns
- Most used DFF post-synth: edfxtp_1
- Initial DRC Count: 3310
- Fin crit period: approximately 14 ns
- Gpl congestion: 1.07
- YS chip area: 59600 sq um
- Initial antenna violation count: 8
- Endpoints left unconstrained: just under 2000
- Cell with the most instances after synthesis: edfxtp_1
- Detail Placement HPWL: between 150000 and 200000 microns
- FP Core Util: 50.5%
- Tightest hold margin: around 7.9 ns
- Internal power: around 0.0008 W
- Number of logged tool warnings: 109
- Sw Pwr: 0.00102 W
- Fill cells: around 9700
- Ys async rst share: 0%
- Mapped Cells: between 4000 and 5000
- Crit path buf inv count: 7
- CP max-delay cell: nor4bb_4
- Max-Cap Viols: 0
- # rows: 126
- Per-cell routed wire length: 38.2 microns
- DRC viols: 0
- DIE WIDTH: between 300 and 400 microns
- Yosys warning total: 3
- DR vias: 41114
- Leakage: ~22 nW
final cells by class:
| type | count | share of cell area, % |
|---|---|---|
| Antenna cell | 5 | 0.0198 |
| Multi-Input combinational cell | 2929 | 44.1 |
| Inverter | 111 | 0.679 |
| Timing Repair Buffer | 373 | 5.03 |
| Tap cell | 1536 | 3.04 |
| Sequential cell | 992 | 47.2 |
layer usage:
layer | vias up | share of wire [%] | wire (microns)
li1 | 17462 | - | -
met1 | 20452 | 32 | 73000
met2 | 2653 | 45 | 103000
met3 | 535 | 15 | 34800
met4 | 12 | 7.1 | 16200
met5 | - | 0.18 | 408
layout by cell type (no fill, tap or decap), types with 99 or more instances in the layout:
cell	instances
edfxtp_1	992
mux2i_1	362
mux4_2	352
nor2_1	279
buf_4	240
nand2_1	203
a21oi_1	177
ha_1	152
o21ai_0	149
a22oi_1	129
clkdlybuf4s50_1	121
mux2_2	114
inv_1	99
cells by family (layout without fill, tap and decap cells):
logic type	count (synthesis)	count (layout)	share of synthesized area, %
xor+xnor	71	71	1.04
fa+ha+maj	156	156	3.33
other cells	2	38	0.0126
simple gates	834	834	6.82
mux	869	869	23.1
buf+inv	460	484	4.32
compound gates	966	966	11.4
flops	992	992	50.0
stage by stage:
| step | cells | cell area (sq um) |
|---|---|---|
| 2_1_floorplan | 4381 | 59700 |
| 3_3_place_gp | 5941 | 63200 |
| 3_5_place_dp | 5941 | 63200 |
| 4_1_cts | 5941 | 63200 |
| 5_1_grt | 5943 | 63200 |
| 6_report | 5946 | 63200 |
worst max path at each step:
stage / to / start / depth (start not counted)
global route: daddr[29] / idata[15] / 20
CTS: daddr[29] / idata[15] / 20
finish: daddr[29] / idata[15] / 20
Power and IR drop assume default switching activity.
